==> ./design.v <==
module top(input logic clk, rst, input logic [3:0] op_sel, input logic [31:0] data_in, output logic [31:0] result);
    logic [3:0] ctrl_op;
    logic [31:0] reg_out1, reg_out2, alu_out;
    controller ctrl (
        .clk(clk),
        .rst(rst),
        .op_sel(op_sel),
        .ctrl_op(ctrl_op)
    );
    datapath dp (
        .clk(clk),
        .rst(rst),
        .ctrl_op(ctrl_op),
        .data_in(data_in),
        .reg_out1(reg_out1),
        .reg_out2(reg_out2),
        .alu_result(alu_out)
    );
    assign result = alu_out;
endmodule
module controller(input logic clk, rst, input logic [3:0] op_sel, output logic [3:0] ctrl_op);
    always_ff @(posedge clk or posedge rst) begin
        if (rst) ctrl_op <= 0;
        else ctrl_op <= op_sel;
    end
endmodule
module datapath(
    input logic clk, rst,
    input logic [3:0] ctrl_op,
    input logic [31:0] data_in,
    output logic [31:0] reg_out1,
    output logic [31:0] reg_out2,
    output logic [31:0] alu_result
);
    logic [4:0] rd_addr1 = 5'd0;
    logic [4:0] rd_addr2 = 5'd1;
    logic [31:0] alu_in1, alu_in2;
    register_file rf (
        .clk(clk),
        .rst(rst),
        .we(1'b1),
        .wr_addr(rd_addr1),
        .wr_data(data_in),
        .rd_addr1(rd_addr1),
        .rd_addr2(rd_addr2),
        .rd_data1(reg_out1),
        .rd_data2(reg_out2)
    );
    assign alu_in1 = reg_out1;
    assign alu_in2 = reg_out2;
    alu u_alu (
        .op(ctrl_op),
        .a(alu_in1),
        .b(alu_in2),
        .result(alu_result)
    );
endmodule
module register_file(
    input logic clk, rst,
    input logic we,
    input logic [4:0] wr_addr,
    input logic [31:0] wr_data,
    input logic [4:0] rd_addr1,
    input logic [4:0] rd_addr2,
    output logic [31:0] rd_data1,
    output logic [31:0] rd_data2
);
    logic [31:0] regs[0:31];
    always_ff @(posedge clk or posedge rst) begin
        if (rst) begin
            for (int i = 0; i < 32; i++) regs[i] <= 0;
        end else if (we) begin
            regs[wr_addr] <= wr_data;
        end
    end
    assign rd_data1 = regs[rd_addr1];
    assign rd_data2 = regs[rd_addr2];
endmodule
module alu(input logic [3:0] op, input logic [31:0] a, b, output logic [31:0] result);
    logic [31:0] sum, product;
    adder u_adder (.a(a), .b(b), .sum(sum));
    multiplier u_mult (.a(a), .b(b), .product(product));
    always_comb begin
        case (op)
            4'd0: result = sum;
            4'd1: result = product;
            default: result = 32'd0;
        endcase
    end
endmodule
module adder(input logic [31:0] a, b, output logic [31:0] sum);
    assign sum = a + b;
endmodule
module multiplier(input logic [31:0] a, b, output logic [31:0] product);
    assign product = a * b;
endmodule
==> ./run.sh <==
#!/bin/bash
# OpenROAD 26Q1-2900-gdf79404cd8, Yosys 0.63+post, stock flow scripts
make -C /OpenROAD-flow-scripts/flow DESIGN_CONFIG=/design/flow/config.mk WORK_HOME=/design/flow/orfs finish
==> ./config.mk <==
export PLATFORM = sky130hd
export DESIGN_NAME = top
export DESIGN_NICKNAME = top
export VERILOG_FILES = /design/flow/design.v
export SDC_FILE = /design/flow/constraint.sdc
export NUM_CORES = 4
export LEC_CHECK = 1
export CORE_UTILIZATION = 30
==> ./constraint.sdc <==
current_design top

set clk_period 5.6
set clk_io_pct 0.2

create_clock -name clk0 -period $clk_period [get_ports {clk}]

set non_clock_inputs [all_inputs -no_clocks]
set_input_delay [expr $clk_period * $clk_io_pct] -clock clk0 $non_clock_inputs
set_output_delay [expr $clk_period * $clk_io_pct] -clock clk0 [all_outputs]
==> CHANGELOG.md <==
### Metrics

- HPWL after DPL: 1505 um
- Tally of max-capacitance violations: 0
- Violation tally from detailed-route iteration zero: 16
- Hold-fix buffers, CTS: 0
- CTS Buf Count: 5
- Highest clock rate: 0.3100 GHz
- TritonCTS clock tree: done
- Post-CTS setup buffers: 0
- Pin count of the biggest net entering global routing: 37
- Aggregate routed wire length: 2091 um
- Floorplan-stage core utilization: 31.45%
- Wire length per cell: 10.61 um
- Post-synthesis instance area: 1160 um^2
- Post-CTS Resized: 0
- Count of tool warnings: 25
- Number of global-route vias before repair: 764
- Cell count after placement: 189
- Final TNS setup: 0 ps
- Std cell rows: 22
- Longest individual stage delay on the worst path: 530 ps
- Maximum VDD drop: 0.2040 mV
- Clock period minus worst slack: 3226 ps
- Io pins: 70
- Via count: 756
- Max Fanout on Critical Path: 20
- Hold Slack: 1232 ps
- Worst min path class: in -> async
- Reg clk slew, reported paths: 60 ps
- Antenna violations before repair: 0
- Core outline area: 3689 um^2
- YS chip area: 1160 um^2
- Area used by multi-input combinational logic: 221.5 um^2
- Total count of hold-check failures in the final report: 0
- Via-per-instance ratio: 3.838
- Count of nets left with antenna violations after detail routing: 0
- Worst-path cell with the longest stage delay: nor4_4
- Worst setup path class: reg -> out
- Final cell count without fillers: 197
- Last weighted congestion value of the routability-driven placer: 0.6678
- Cell at the root of the clock tree: clkbuf_8
- Startpoint type of the worst setup path: flop
- Share of the clock period used by the worst path: 57.60%
- Post-synthesis instance total: 73
- Endpoint arrival time on the critical path: 2110 ps
- Global-route wire length before repair: 3318 um
- Critical path buffers and inverters: 2
- Drt pass-1 iters: 3
- Setup repair after global routing missed its margin: false
- Buffers on Ports: 69
- Register bit count reported by yosys: 36
- Total congestion overflow after global routing: 0
- Number of cells on the critical path: 4
- Cell Type Count: 5
- Critical path, cell by cell: nor4_4 -> buf_4 -> and2_1 -> clkdlybuf4s50_1
- Final count of pins violating max slew: 0
- Worst Setup SP: ctrl.ctrl_op[3]$_DFF_PP0_
- Global Route Usage Sum: 11.33%
- Die width: 64.18 um
- Final-layout fill cell count: 302
- CTS sink cnt: 36
- Count of antenna diodes in the layout: 0
- Count of final setup violators: 0
- Crit path DRT: 4480 ps
- Sequential element share of the synthesized area: 77.67%
- Number of warning messages in the yosys log: 5
- Worst-Margin Slew: 514.0 ps
- Height of the chip: 64.18 um
- Cell class contributing the biggest share of worst-path delay: buffers and inverters
- Die Size: 4119 um^2
- Ratio of total power to cell area: 251.2 nW/um^2
- CTS H-tree depth: 2
- Worst Setup EP: result[12]
- Number of cells in Yosys stat: 73
- Mean instance size in the synthesized netlist: 15.89 um^2
- Result of the run: finished, final reports clean
- Worst max-slew margin expressed relative to the limit: 65.48%
- Worst setup EP type: output port
- Sequential Area: 900.9 um^2
- Leak Pwr: 0.0008321 uW
- DRC violations left: 0
- Layout cell share with drive strength beyond 1: 6.040%
- Clock Tree Buf Depth: 2
- Synthesis-to-layout area growth: 70.87%
-- metrics by stage --
step	instance area, um^2	utilization (%)	total power (uW)	worst slack [ps]
after floorplan	1160	-	288.3	3466
after global routing	1982	53.73	525.5	2165
after CTS	1982	53.73	507.4	2307
final	1982	53.73	497.8	2374
after global placement	1892	51.29	322.6	2676
after detailed placement	1892	51.29	323.4	2616
-- cell type report --
type / count / area share (%)
repair buffers: 71 / 35.61
well taps: 48 / 3.030
multi-input cells: 33 / 11.17
clock buffers: 8 / 4.545
flip-flops and latches: 36 / 45.45
inverters: 1 / 0.1894
-- layer usage --
layer / wire (um) / share of wire (%) / track usage, %
met5: 0 / 0 / 0
met4: 13 / 0.62 / 1.667
met3: 313 / 15 / 7.609
met2: 912 / 44 / 15.96
met1: 851 / 41 / 15.45
-- worst min-delay path by stage --
| stage | start | to | slack [ps] | cells after the start |
|---|---|---|---|---|
| global route | data_in[26] | dp.rf.regs[0][26]$_DFF_PP0_ | 1250 | 1 |
| finish | rst | dp.rf.regs[0][21]$_DFF_PP0_ | 1230 | 3 |
| CTS | rst | dp.rf.regs[0][28]$_DFF_PP0_ | 1240 | 3 |
-- cells in the mapped netlist, drive strengths merged --
cell type   n  area [um^2]
inv         1        3.750
buf         3        33.78
nor4        1        21.27
dfrtp      36        900.9
and2       32        200.2
-- state kept, by name, summed over array words and instances, names as in the netlist --
signal / flops
dp.rf.regs: 32
ctrl.ctrl_op: 4
-- cells by family (layout without fill, tap and decap cells) --
family / after synthesis / count (layout) / synth area share [%]
DFF: 36 / 36 / 77.67
and+or+nand+nor: 33 / 33 / 19.09
buffers and inverters: 4 / 80 / 3.236
-- power by group --
part | internal (uW) | switching (uW) | total [uW]
clock network | 100 | 80.4 | 180
registers | 273 | 3.02 | 276
logic | 31.0 | 10.3 | 41.3
-- placed cells by master, fill, tap and decap left out --
cell,instances
and2_1,32
clkbuf_8,6
dfrtp_1,36
buf_4,2
clkbuf_1,2
inv_1,1
nor4_4,1
clkdlybuf4s50_1,69
Power figures rest on the tool's default switching activity, not on a simulated workload.
