==> design.v <==
module topp(input logic clk, input logic rst, input logic [7:0] in, output logic [7:0] out);
    logic [7:0] result;
    Module1 m1(.clk(clk), .rst(rst), .in(in), .out(result));
    assign out = result;
endmodule
module Module1(input logic clk, rst, input logic [7:0] in, output logic [7:0] out);
    logic [7:0] temp;
    Module2 m(.clk(clk), .rst(rst), .in(in + 1), .out(temp));
    assign out = temp;
endmodule
module Module2(input logic clk, rst, input logic [7:0] in, output logic [7:0] out);
    logic [7:0] temp;
    Module3 m(.clk(clk), .rst(rst), .in(in + 1), .out(temp));
    assign out = temp;
endmodule
module Module3(input logic clk, rst, input logic [7:0] in, output logic [7:0] out);
    logic [7:0] temp;
    Module4 m(.clk(clk), .rst(rst), .in(in + 1), .out(temp));
    assign out = temp;
endmodule
module Module4(input logic clk, rst, input logic [7:0] in, output logic [7:0] out);
    logic [7:0] temp;
    Module5 m(.clk(clk), .rst(rst), .in(in + 1), .out(temp));
    assign out = temp;
endmodule
module Module5(input logic clk, rst, input logic [7:0] in, output logic [7:0] out);
    logic [7:0] temp;
    Module6 m(.clk(clk), .rst(rst), .in(in + 1), .out(temp));
    assign out = temp;
endmodule
module Module6(input logic clk, rst, input logic [7:0] in, output logic [7:0] out);
    logic [7:0] temp;
    Module7 m(.clk(clk), .rst(rst), .in(in + 1), .out(temp));
    assign out = temp;
endmodule
module Module7(input logic clk, rst, input logic [7:0] in, output logic [7:0] out);
    logic [7:0] temp;
    Module8 m(.clk(clk), .rst(rst), .in(in + 1), .out(temp));
    assign out = temp;
endmodule
module Module8(input logic clk, rst, input logic [7:0] in, output logic [7:0] out);
    logic [7:0] temp;
    Module9 m(.clk(clk), .rst(rst), .in(in + 1), .out(temp));
    assign out = temp;
endmodule
module Module9(input logic clk, rst, input logic [7:0] in, output logic [7:0] out);
    logic [7:0] temp;
    Module10 m(.clk(clk), .rst(rst), .in(in + 1), .out(temp));
    assign out = temp;
endmodule
module Module10(input logic clk, rst, input logic [7:0] in, output logic [7:0] out);
    logic [7:0] temp;
    Module11 m(.clk(clk), .rst(rst), .in(in + 1), .out(temp));
    assign out = temp;
endmodule
module Module11(input logic clk, rst, input logic [7:0] in, output logic [7:0] out);
    logic [7:0] temp;
    Module12 m(.clk(clk), .rst(rst), .in(in + 1), .out(temp));
    assign out = temp;
endmodule
module Module12(input logic clk, rst, input logic [7:0] in, output logic [7:0] out);
    logic [7:0] temp;
    Module13 m(.clk(clk), .rst(rst), .in(in + 1), .out(temp));
    assign out = temp;
endmodule
module Module13(input logic clk, rst, input logic [7:0] in, output logic [7:0] out);
    logic [7:0] temp;
    Module14 m(.clk(clk), .rst(rst), .in(in + 1), .out(temp));
    assign out = temp;
endmodule
module Module14(input logic clk, rst, input logic [7:0] in, output logic [7:0] out);
    logic [7:0] temp;
    Module15 m(.clk(clk), .rst(rst), .in(in + 1), .out(temp));
    assign out = temp;
endmodule
module Module15(input logic clk, rst, input logic [7:0] in, output logic [7:0] out);
    logic [7:0] temp;
    Module16 m(.clk(clk), .rst(rst), .in(in + 1), .out(temp));
    assign out = temp;
endmodule
module Module16(input logic clk, rst, input logic [7:0] in, output logic [7:0] out);
    logic [7:0] temp;
    Module17 m(.clk(clk), .rst(rst), .in(in + 1), .out(temp));
    assign out = temp;
endmodule
module Module17(input logic clk, rst, input logic [7:0] in, output logic [7:0] out);
    logic [7:0] temp;
    Module18 m(.clk(clk), .rst(rst), .in(in + 1), .out(temp));
    assign out = temp;
endmodule
module Module18(input logic clk, rst, input logic [7:0] in, output logic [7:0] out);
    logic [7:0] temp;
    Module19 m(.clk(clk), .rst(rst), .in(in + 1), .out(temp));
    assign out = temp;
endmodule
module Module19(input logic clk, rst, input logic [7:0] in, output logic [7:0] out);
    logic [7:0] temp;
    Module20 m(.clk(clk), .rst(rst), .in(in + 1), .out(temp));
    assign out = temp;
endmodule
module Module20(input logic clk, rst, input logic [7:0] in, output logic [7:0] out);
    assign out = in + 1;
endmodule
==> run.sh <==
#!/bin/bash
# OpenROAD 26Q1-2900-gdf79404cd8, Yosys 0.63+post, stock flow scripts
make -C /OpenROAD-flow-scripts/flow DESIGN_CONFIG=/design/flow/config.mk WORK_HOME=/design/flow/orfs finish
==> config.mk <==
export PLATFORM = sky130hd
export DESIGN_NAME = topp
export DESIGN_NICKNAME = topp
export VERILOG_FILES = /design/flow/design.v
export SDC_FILE = /design/flow/constraint.sdc
export NUM_CORES = 4
export LEC_CHECK = 1
export CORE_AREA = 10 10 70 70
export DIE_AREA = 0 0 80 80
==> constraint.sdc <==
current_design topp

set clk_period 1.0
set clk_io_pct 0.2

create_clock -name clk0 -period $clk_period

set non_clock_inputs [all_inputs -no_clocks]
set_input_delay [expr $clk_period * $clk_io_pct] -clock clk0 $non_clock_inputs
set_output_delay [expr $clk_period * $clk_io_pct] -clock clk0 [all_outputs]
==> impl_metrics.env <==
# source this file to load flow results
export IMPL_crit_fanout=3
export IMPL_fin_util_pct=8.79
export IMPL_io_buffers=12
export IMPL_die_w_um=80
export IMPL_drc=0
export IMPL_grt_use_met1_pct=1.52
export IMPL_seq_area_um2=0
export IMPL_hp_start="in[1]"
export IMPL_fp_dieH_um=80
export IMPL_dr_total_vias=153
export IMPL_hold_violations=0
export IMPL_fillerInstances=409
export IMPL_netlist_area_um2=120
export IMPL_grtUsageMet3_pct=3.07
export IMPL_clock_power_share_pct=0
export IMPL_min_to="out[1]"
export IMPL_hold_path_class="in -> out"
export IMPL_syn_avg_cell_area_um2=8.58
export IMPL_start_kind="input port"
export IMPL_timing_critical_path_cells="buf_8 -> ha_4 -> o21ai_2 -> xnor2_1 -> buf_2"
export IMPL_layout_drive_gt1_share_pct=74.1
export IMPL_grt_busiest_layer="met3"
export IMPL_topCellsByArea="xnor2_1, buf_4, o221ai_2"
export IMPL_finalWorstSetupSlack_ns=-0.0178
export IMPL_ys_seq_share_pct=0
export IMPL_flop_count=0
export IMPL_critical_path_top_delay_family="buffers and inverters"
export IMPL_netlist_instances=14
export IMPL_critPathCaptureType="primary output"
export IMPL_yosysTopAreaCell="xnor2_1"
export IMPL_p_per_area_mw_per_mm2=379
export IMPL_tightest_slew_ns=0.143
export IMPL_vias_per_cell=2.10
export IMPL_initCoreUtil_pct=3.52
export IMPL_finalWirelength_um=648
export IMPL_top_cells_by_count="xnor2_1, buf_4"
export IMPL_fmax_ghz=0.983
export IMPL_drtIter0Drc=19
export IMPL_setup_violations=3
export IMPL_preCtsSetupSlack_ns=-0.872
export IMPL_failed_checks="setup timing"
export IMPL_top_area_share_pct=21.9
export IMPL_vdd_drop_max_mv=0.0410
export IMPL_place_area_um2=298
export IMPL_crit_type="in -> out"
export IMPL_max_stage_delay_ns=0.16
export IMPL_slowest_stage="ha_4"
export IMPL_ys_warn_count=19
export IMPL_gr_total_overflow=0
export IMPL_wire_per_inst_um=8.88
export IMPL_max_slew_margin_rel_pct=90.4
export IMPL_p_seq_share_pct=0
export IMPL_slew_viol_final=0
export IMPL_warning_count=36
export IMPL_drv_cap=0
export IMPL_p_leak_nw=0.110
export IMPL_required_ns=0.80
export IMPL_synth_cells_yosys=14
export IMPL_fp_dieArea_mm2=0.00640
export IMPL_status="complete, but fails checks"
export IMPL_grt_use_met2_pct=2.41
export IMPL_grt_max_degree=5
export IMPL_syn2layout_area_growth_pct=150
export IMPL_yosysMostFrequentCell="xnor2_1"
export IMPL_totalNegativeSetupSlack_ns=-0.0399
export IMPL_yosysUniqueCellTypes=11
export IMPL_min_period_over_period_pct=102
export IMPL_yosys_area_um2=120
export IMPL_grt_pass1_vias=151
export IMPL_gp_congestion=0.683
export IMPL_diodes=0
export IMPL_p_int_w=0.0000713
export IMPL_core_mm2=0.00342
export IMPL_netSwitchingFraction_pct=37.3
export IMPL_antenna_found_initial=0
export IMPL_grtUsageTotal_pct=1.87
export IMPL_arrival_ns=0.82
export IMPL_grt_pass1_wl_um=903
export IMPL_rsz0062_at_grt="yes"
export IMPL_antenna_left=0
export IMPL_min_period_ns=1.02
export IMPL_p_sw_w=0.0000424
export IMPL_dr_pass1_iters=3
export IMPL_rows=21
export IMPL_path_buffers=2
export IMPL_whs_path_depth=0
export IMPL_comb_power_share_pct=100.0
export IMPL_fin_area_um2=300
export IMPL_clock_buffers=0
export IMPL_ios=18
## kinds of logic after synthesis
kind of cell / synth area share (%)
fa+ha+maj: 10.4
xor+xnor: 21.9
compound gates: 35.4
simple gates: 16.7
buf+inv: 15.6
## cell usage in the layout (no fill, tap or decap)
master	synthesis	final
o21ai_2	1	1
a21bo_2	1	1
buf_6	0	1
nand2b_1	1	1
a21oi_4	0	1
buf_2	0	8
nand3b_1	1	1
clkdlybuf4s15_1	0	1
buf_4	2	2
ha_4	0	1
buf_8	0	2
dlygate4sd2_1	0	1
and2_4	0	1
inv_2	0	1
o221ai_2	1	1
xnor2_1	3	3
## layout make-up
class	instances	area (um2)	area share (%)
inverters	1	3.75	1.25
multi-input cells	11	124	41.3
well taps	46	57.6	19.2
repair buffers	15	115	38.3
## how the worst max path moves through the flow
| stage | from | endpoint | slack [ns] | depth (start not counted) |
|---|---|---|---|---|
| CTS | in[3] | out[6] | -0.04 | 5 |
| finish | in[3] | out[6] | -0.02 | 5 |
| global route | in[3] | out[6] | -0.08 | 5 |
## layer usage
layer	routed length (um)	part of all wire, %
met4	2	0.31
met2	226	35
met5	0	0
met3	239	37
met1	180	28
## timing repair
item | in CTS | in global routing
hold buffers | 0 | 0
endpoints found under the hold margin | 0 | 0
pin swaps | 3 | 3
resized | 49 | 3
setup buffers | 1 | 0
setup endpoints to repair | 6 | 4
## power by group through the flow
stage	Sequential, W	Combinational (W)	Clock [W]
finish	0	0.000114	0
global route	0	0.000127	0
CTS	0	0.000113	0
## per-stage QoR
step | cells | power [W] | hold slack, ns
final | 73 | 0.000114 | 0.400
after global routing | 73 | 0.000127 | 0.400
after CTS | 73 | 0.000113 | 0.400
after detailed placement | 72 | 0.000125 | 0.400
after global placement | 72 | 0.000124 | 0.400
after floorplan | 14 | 0.0000339 | 0.409
No activity file was given, so power comes from the tool's default toggle rates.
